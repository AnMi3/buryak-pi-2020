==> flow/config.mk <==
export PLATFORM = sky130hd
export DESIGN_NAME = tennis
export DESIGN_NICKNAME = tennis
export VERILOG_FILES = /design/flow/design.v
export SDC_FILE = /design/flow/constraint.sdc
export NUM_CORES = 4
export LEC_CHECK = 1
export CORE_UTILIZATION = 50
==> flow/constraint.sdc <==
current_design tennis

set clk_period 5.4
set clk_io_pct 0.2

create_clock -name clk0 -period $clk_period [get_ports {glb_clk}]

set non_clock_inputs [all_inputs -no_clocks]
set_input_delay [expr $clk_period * $clk_io_pct] -clock clk0 $non_clock_inputs
set_output_delay [expr $clk_period * $clk_io_pct] -clock clk0 [all_outputs]
==> flow/design.v <==
`timescale 1ns/100ps
module tennis(
 input wire glb_clk,
 input wire pixtick,  
 input wire reset,
 input wire lbat_human,
 input wire [8:0] lbat_move,  
 input wire rbat_human,
 input wire [8:0] rbat_move,  
 input wire tv_mode,
 input wire scanlines,        
 input wire pause, 			   
 output wire hsync,           
 output wire vsync,           
 output wire csync,           
 output wire ball,            
 output wire left_bat,        
 output wire right_bat,       
 output wire field_and_score, 
 output wire sound            
);
 reg [8:0] snd_div;     initial snd_div = 9'd0;
 reg [1:0] snd_sel;     initial snd_sel = 2'd0;
 assign sound = (snd_sel[1]) ?
                 ( (snd_sel[0]) ? snd_div[2] : snd_div[3] )
                 :
                 ( (snd_sel[0]) ? snd_div[4] : 1'b0 );
 always @(posedge glb_clk)
 begin
  if (pixlineend)
  begin
   if (lastline)
   begin
    if ( ( (ball_xpos==7'd22) & ~ball_xdir )
         |
         ( (ball_xpos==7'd105) & ball_xdir )
       )
    begin
     snd_sel <= 2'd3;
     snd_div <= 9'd0;
    end
    else if (hcoll)
    begin
     snd_sel <= 2'd2;
     snd_div <= 9'd0;
    end
    else if (vcollonfield)
    begin
     snd_sel <= 2'd1;
     snd_div <= 9'd0;
    end
    else
     snd_div <= snd_div + 9'd1;
   end
   else  
   begin
    if (snd_div==9'h1ff)
     snd_sel <= 2'd0;
    snd_div <= snd_div + 9'd1;
   end
  end  
 end
 reg [7:0] hcount;      initial hcount = 8'd0;
 reg [8:0] vcount;      initial vcount = 9'd0;
 reg hfield;            initial hfield = 1'd0;
 reg vfield;            initial vfield = 1'd0;
 wire nsync;
 wire tborder, bborder, vborder, lborder, rborder, midline, v_lbat, v_rbat;
 wire lineend, pixlineend, lastline, lastlineend, pixlastlineend;
 reg [2:0] sc_h_cnt;    initial sc_h_cnt = 3'd7;
 reg [2:0] sc_v_cnt;    initial sc_v_cnt = 3'd7;
 reg [2:0] str6_cnt;    initial str6_cnt = 3'd0;
 wire sc_img;
 assign lineend = (hcount==8'd255);
 assign pixlineend = pixtick & lineend;
 assign lastline = (vcount==9'd311);
 assign lastlineend = lastline & lineend;
 assign pixlastlineend = pixtick & lineend & lastline;
 assign v_lbat = ~(above_lbat|below_lbat);
 assign v_rbat = ~(above_rbat|below_rbat);
 assign tborder = (vcount[8:1]==8'd24);  
 assign bborder = (vcount[8:1]==8'd139);  
 assign vborder = tborder | bborder;
 assign midline = (hcount[6:0]==7'd64);
 assign nsync = (hcount[6:3]==5'he);  
 assign hsync = (hcount[6:3]!=4'hf);  
 assign vsync = (vcount[8:1]!=8'd155);  
 assign csync = nsync | ( vsync & hsync );
 assign ball = ( hcount[7] | ~scanlines ) & hfield & vfield & vb & (hcount[6:0]==ball_xpos);
 assign left_bat = ( hcount[7] | ~scanlines ) & vfield & v_lbat & (hcount[6:0]==7'd26);
 assign right_bat = ( hcount[7] | ~scanlines ) & vfield & v_rbat & (hcount[6:0]==7'd102);
 assign field_and_score = ( hcount[7] | ~scanlines )
                          &
                          ( ( hfield & vborder & ~hcount[0] )
                            |
                            ( vfield & midline & ~(vcount[2]^vcount[1]) )
                            |
                            sc_img
                          );
 score_number scnum( .value( (hcount[6]?r_score:l_score) ),
                     .x(sc_h_cnt),
                     .y(sc_v_cnt),
                     .image(sc_img)
                   );
 always @(posedge glb_clk)
 begin
  if (pixtick)
   hcount <= (hcount+8'd1) | { tv_mode, 7'd0 };
 end
 always @(posedge glb_clk)
 begin
  if      (hcount[6:0]==7'd23)   hfield <= 1'b1;
  else if (hcount[6:0]==7'd105)  hfield <= 1'b0;
 end
 always @(posedge glb_clk)
 begin
  if (pixlineend)
  begin
   if (lastline)
    vcount <= 9'd0;
   else
    vcount <= vcount+9'd1;
   end
 end
 always @(posedge glb_clk)
 begin
  if (pixtick)
  begin
   if      ( (hcount[6:0]==7'd48) | (hcount[6:0]==7'd70) ) sc_h_cnt <= 3'd0;
   else if ( (sc_h_cnt!=3'd7) & (~hcount[0]) )   sc_h_cnt <= sc_h_cnt + 3'd1;
  end
 end
 always @(posedge glb_clk)
 begin
  if (pixlineend)
  begin
   if (vfield)
   begin
    if (str6_cnt==3'd5)
    begin
     str6_cnt <= 3'd0;
     if (sc_v_cnt!=3'd7)
      sc_v_cnt <= sc_v_cnt + 3'd1;
    end
    else
     str6_cnt <= str6_cnt + 3'd1;
   end
   else
   begin
    str6_cnt <= 3'd0;
    sc_v_cnt <= 3'd0;
   end
  end
 end
 always @(negedge bborder or posedge tborder)
 begin
  if (tborder)
   vfield <= 1'b1;
  else
   vfield <= 1'b0;
 end
 reg [8:0] lbat_ypos;   initial lbat_ypos = 9'd96;
 reg [8:0] rbat_ypos;   initial rbat_ypos = 9'd224;
 reg [8:0] ball_ypos;   initial ball_ypos = 9'd192;
 reg [6:0] ball_xpos;   initial ball_xpos = 7'd64;
 reg ball_ydir;         initial ball_ydir = 1'd0;
 reg ball_xdir;         initial ball_xdir = 1'd0;
 reg ball_yspd;         initial ball_yspd = 1'd1;
 wire bs = ~(vcoll^ball_ydir);
 wire hs = ~(hcoll^ball_xdir);
 always @(posedge glb_clk or posedge reset)
 begin
  if (reset)
  begin
   lbat_ypos <= 9'd96;
   rbat_ypos <= 9'd224;
   ball_ypos <= 9'd192;
   ball_xpos <= 7'd64;
   ball_ydir <= 1'd0;
   ball_xdir <= 1'd0;
   ball_yspd <= 1'd1;
  end
  else if (pixlastlineend && !pause)
  begin
   if (hcoll) ball_xdir <= ~ball_xdir;
   if (hcoll)
   begin
    if (ball_ydir^(ball_xdir?rbat_ydir:lbat_ydir))
     ball_yspd <= 1'd1;
    else
     ball_yspd <= 1'd0;
   end
   if ( (l_score!=15) & (r_score!=15) )
    ball_xpos <= ball_xpos+{hs,hs,hs,hs,hs,hs,1'd1};
   if (vcoll) ball_ydir <= ~ball_ydir;
   ball_ypos <= ball_ypos+{bs,bs,bs,bs,bs,bs,bs,bs^ball_yspd,1'b1};
   if (lbat_human)
   begin
    if (lbat_move[8])
    begin
     if ((lbat_ypos-lbat_move)>9'd279)
      lbat_ypos <= 9'd279;
     else
      lbat_ypos <= lbat_ypos - lbat_move;
    end
    else
    begin
     if (lbat_move>(lbat_ypos-9'd15))
      lbat_ypos <= 9'd15;
     else
      lbat_ypos <= lbat_ypos - lbat_move;
    end
   end
   else  
   begin
    if (~ball_xdir)
    begin
     if (lbat_ydir)
      lbat_ypos <= lbat_ypos+9'd4;
     else
      lbat_ypos <= lbat_ypos-9'd3;
    end
    else
    begin
     if (lbat_ydir)
      lbat_ypos <= lbat_ypos+9'd1;
     else
      lbat_ypos <= lbat_ypos-9'd1;
    end
   end  
   if (rbat_human)
   begin
    if (rbat_move[8])
    begin
     if ((rbat_ypos-rbat_move)>9'd279)
      rbat_ypos <= 9'd279;
     else
      rbat_ypos <= rbat_ypos - rbat_move;
    end
    else
    begin
     if (rbat_move>(rbat_ypos-9'd15))
      rbat_ypos <= 9'd15;
     else
      rbat_ypos <= rbat_ypos - rbat_move;
    end
   end
   else  
   begin
    if (ball_xdir)
    begin
     if (rbat_ydir)
      rbat_ypos <= rbat_ypos+9'd3;
     else
      rbat_ypos <= rbat_ypos-9'd4;
    end
    else
    begin
     if (rbat_ydir)
      rbat_ypos <= rbat_ypos+9'd1;
     else
      rbat_ypos <= rbat_ypos-9'd1;
    end
   end  
  end  
 end
 reg [1:0] vbcnt;       initial vbcnt = 2'd0;
 reg [4:0] vlcnt;       initial vlcnt = 5'd0;
 reg [4:0] vrcnt;       initial vrcnt = 5'd0;
 reg prev_ball;         initial prev_ball = 1'd0;
 reg prev_lbat;         initial prev_lbat = 1'd0;
 reg hcoll;             initial hcoll = 1'd0;
 reg vcoll;             initial vcoll = 1'd0;
 reg vcollonfield;      initial vcollonfield = 1'd0;
 reg newline;           initial newline = 1'd0;
 reg vb;                initial vb = 1'd0;
 reg above_lbat;        initial above_lbat = 1'd1;
 reg below_lbat;        initial below_lbat = 1'd0;
 reg above_rbat;        initial above_rbat = 1'd1;
 reg below_rbat;        initial below_rbat = 1'd0;
 reg lbat_ydir;         initial lbat_ydir = 1'd0;
 reg rbat_ydir;         initial rbat_ydir = 1'd0;
 reg [3:0] l_score;     initial l_score = 4'd0;
 reg [3:0] r_score;     initial r_score = 4'd0;
 always @(posedge glb_clk)
 begin
  if (vb)
  begin
   if      (above_lbat)  lbat_ydir <= 1'b0;
   else if (below_lbat)  lbat_ydir <= 1'b1;
   if      (above_rbat)  rbat_ydir <= 1'b0;
   else if (below_rbat)  rbat_ydir <= 1'b1;
  end
 end
 always @(posedge glb_clk)
 begin
  if (pixtick)
  begin
   newline <= lineend;
   prev_lbat <= left_bat;
   prev_ball <= ball;
  end
 end
 always @(posedge glb_clk)
 begin
  if (pixtick)
  begin
   if (lastlineend)
   begin
    hcoll <= 1'b0;
    vcoll <= 1'b0;
    vcollonfield <= 1'b0;
   end
   else  
   begin
    if ( ( prev_lbat & ball & ~ball_xdir ) |
         ( prev_ball & right_bat & ball_xdir ) )
     hcoll <= 1'b1;
    if ( ball & vborder )
     vcollonfield <= 1'b1;
    if ( vb & ~newline &
              ( ( tborder & ~ball_ydir )
                |
                ( bborder & ball_ydir )
              )
       )
     vcoll <= 1'b1;
   end  
  end
 end
 always @(posedge glb_clk)
 begin
  if (pixtick)
  begin
   if (lineend)
   begin
    if (lastline)
    begin
     above_lbat <= 1'b1;
     below_lbat <= 1'b0;
     above_rbat <= 1'b1;
     below_rbat <= 1'b0;
     vbcnt <= 2'd0;
     vlcnt <= 5'd0;
     vrcnt <= 5'd0;
    end
    else  
    begin
     if (vcount==ball_ypos)  vb <= 1'b1;
     if (vb)
     begin
      vbcnt <= vbcnt+2'd1;
      if (vbcnt==2'd3)  vb <= 1'b0;
     end
     if (vcount==lbat_ypos)  above_lbat <= 1'b0;
     if (v_lbat)
     begin
      vlcnt <= vlcnt+5'd1;
      if (vlcnt==5'd31)  below_lbat <= 1'b1;
     end
     if (vcount==rbat_ypos)  above_rbat <= 1'b0;
     if (v_rbat)
     begin
      vrcnt <= vrcnt+5'd1;
      if (vrcnt==5'd31)  below_rbat <= 1'b1;
     end
    end  
   end  
  end  
 end
 always @(posedge glb_clk)
 begin
  if ( reset |
       ( ~lbat_human & ~rbat_human & ( (l_score==4'd15) | (r_score==4'd15) ) )
     )
  begin
   l_score <= 4'd0;
   r_score <= 4'd0;
  end
  else
  if (pixlastlineend)
  begin
   if ( (ball_xpos==7'd105) & ball_xdir)
    l_score <= l_score + 4'd1;
   if ( (ball_xpos==7'd22) & ~ball_xdir)
    r_score <= r_score + 4'd1;
  end
 end
endmodule
module score_number(
 input wire [3:0] value,
 input wire [2:0] x,
 input wire [2:0] y,
 output wire image
);
 reg [7:0] ss;
 reg i;
 always @(*)
 begin
  case (value)   
   4'h0: ss <= 8'b00111111;
   4'h1: ss <= 8'b00000110;
   4'h2: ss <= 8'b01011011;
   4'h3: ss <= 8'b01001111;
   4'h4: ss <= 8'b01100110;
   4'h5: ss <= 8'b01101101;
   4'h6: ss <= 8'b01111101;
   4'h7: ss <= 8'b00000111;
   4'h8: ss <= 8'b01111111;
   4'h9: ss <= 8'b01101111;
   4'ha: ss <= 8'b10111111;
   4'hb: ss <= 8'b10000110;
   4'hc: ss <= 8'b11011011;
   4'hd: ss <= 8'b11001111;
   4'he: ss <= 8'b11100110;
   4'hf: ss <= 8'b11101101;
  endcase
 end
 always @(*)
 begin
  case (y)
   3'd1: case (x)
          3'd0: i <= ss[7];
          3'd2: i <= ss[0]|ss[5];
          3'd3: i <= ss[0];
          3'd4: i <= ss[0]|ss[1];
          default: i <= 1'b0;
         endcase
   3'd2: case (x)
          3'd0: i <= ss[7];
          3'd2: i <= ss[5];
          3'd4: i <= ss[1];
          default: i <= 1'b0;
         endcase
   3'd3: case (x)
          3'd0: i <= ss[7];
          3'd2: i <= ss[6]|ss[5]|ss[4];
          3'd3: i <= ss[6];
          3'd4: i <= ss[6]|ss[1]|ss[2];
          default: i <= 1'b0;
         endcase
   3'd4: case (x)
          3'd0: i <= ss[7];
          3'd2: i <= ss[4];
          3'd4: i <= ss[2];
          default: i <= 1'b0;
         endcase
   3'd5: case (x)
          3'd0: i <= ss[7];
          3'd2: i <= ss[3]|ss[4];
          3'd3: i <= ss[3];
          3'd4: i <= ss[3]|ss[2];
          default: i <= 1'b0;
         endcase
   default: i <= 1'b0;
  endcase
 end
 assign image = i;
endmodule
==> flow/run.sh <==
#!/bin/bash
# OpenROAD 26Q1-2900-gdf79404cd8, Yosys 0.63+post, stock flow scripts
make -C /OpenROAD-flow-scripts/flow DESIGN_CONFIG=/design/flow/config.mk WORK_HOME=/design/flow/orfs finish
==> results.sh <==
# source this file to load flow results
export IMPL_syn_area_um2=9620
export IMPL_worst_pin_slew_ns=0.829
export IMPL_grt_overflow=0
export IMPL_hp_class="reg2reg"
export IMPL_r2r_end="ball_xpos[6]$_DFFE_PP1P_"
export IMPL_final_period_utilization_pct=85.1
export IMPL_drv_cap=0
export IMPL_track_usage_pct=24.7
export IMPL_area_leaders="edfxtp_1, ha_1, dfrtp_1, xnor2_1, xor2_1"
export IMPL_edf_count=62
export IMPL_min_to="ball_yspd$_DFFE_PP1P_"
export IMPL_timing_fmax_mhz=218
export IMPL_wirelength_um=22300
export IMPL_drcViolationCount=0
export IMPL_dp_hpwl_um=16400
export IMPL_clk_latency_ns=0.36
export IMPL_ys_sh_mux_pct=1.94
export IMPL_whs_ns=0.500
export IMPL_ys_sh_simple_pct=19.6
export IMPL_synthArstFlopShare_pct=34.9
export IMPL_fin_util_pct=55.4
export IMPL_cts_root_buf="clkbuf_16"
export IMPL_cts_buffers=9
export IMPL_unclocked_pins=1
export IMPL_instances_no_fill=1319
export IMPL_final_cell_mix="ha_1, nor2_1, nand2_1"
export IMPL_lay_top_count="ha_1"
export IMPL_grt_pass1_wl_um=37100
export IMPL_drtAntennaViolNets=0
export IMPL_fp_util_pct=51.3
export IMPL_reg2reg_depth=7
export IMPL_ir_worst_vdd_uv=149
export IMPL_postCtsResizedCells=0
export IMPL_worstSetupStartpointType="flop"
export IMPL_slew_headroom_pct=44.5
export IMPL_fin_skew_ns=0.0122
export IMPL_ios=34
export IMPL_clock_path_buffers=2
export IMPL_core_area_um2=18800
export IMPL_setup_viol=0
export IMPL_drv_slew=0
export IMPL_status="complete, no violations"
export IMPL_place_congestion=0.895
export IMPL_grt_setup_unrepaired="false"
export IMPL_antenna_cells=0
export IMPL_ff_type="edfxtp_1"
export IMPL_antenna_found_initial=0
export IMPL_synthDistinctLibCells=85
export IMPL_cp_required_ns=4.32
export IMPL_post_place_ws_ns=1.25
export IMPL_cts_hold_buffers=0
export IMPL_drive_above_1_share_pct=5.90
export IMPL_vias=7505
export IMPL_hold_depth=2
export IMPL_yosys_area_share_aoi_pct=16.8
export IMPL_placed_cells=1303
export IMPL_ys_warn_count=2
export IMPL_numPortBuffers=33
export IMPL_syn_to_final_growth_pct=8.02
export IMPL_ys_cells=1077
export IMPL_synth_top_cell_by_area="edfxtp_1"
export IMPL_r2r_setup_slack_ns=2.07
export IMPL_die_w_um=141
export IMPL_path_clk_slew_ns=0.08
export IMPL_synth_seq_area_share_pct=31.2
export IMPL_first_pass_iters=5
export IMPL_crit_arrival_ns=3.51
export IMPL_avgSynthCellArea_um2=8.93
export IMPL_die_height_um=141
export IMPL_top_logic_kind="simple AND/OR/NAND/NOR gates"
export IMPL_hold_viol_final=0
export IMPL_rr_startpoint="vcount[3]$_SDFFCE_PN0P_"
export IMPL_p_per_area_nw_per_um2=167
export IMPL_end_kind="output pin"
export IMPL_ys_area_um2=9620
export IMPL_syn_inst=1077
export IMPL_viasPerCell=5.69
export IMPL_worst_path_max_fanout=18
export IMPL_grt_max_degree=39
export IMPL_yosys_area_top_type_share_pct=19.3
export IMPL_xor_share_pct=11.0
export IMPL_final_setup_tns_ns=0
export IMPL_die_area_um2=19800
export IMPL_drt_iter0_drc=402
export IMPL_hold_path_startpoint="ball_yspd$_DFFE_PP1P_"
export IMPL_cts_tree="built"
export IMPL_cts_setup_buffers=0
export IMPL_finalCriticalPeriod_ns=4.59
export IMPL_warnings=47
export IMPL_p_leak_nw=4.50
export IMPL_wire_per_inst_um=16.9
export IMPL_ys_ff=109
export IMPL_ys_sh_adder_pct=14.5
export IMPL_htree_levels=3
export IMPL_grt_pass1_vias=7192
export IMPL_row_count=50
export IMPL_crit_type="reg2out"
export IMPL_fin_ws_ns=0.807
[cells in the mapped netlist (all sizes together), types with 20 or more instances]
| cell | instances |
|---|---|
| o21ai | 56 |
| nand2 | 87 |
| nor3 | 29 |
| xor2 | 56 |
| nand3 | 27 |
| dfrtp | 28 |
| o21a | 20 |
| ha | 102 |
| clkbuf | 35 |
| nand4 | 22 |
| nor2 | 90 |
| xnor2 | 65 |
| nor2b | 21 |
| a21o | 20 |
| edfxtp | 62 |
| a21oi | 51 |
| inv | 67 |
[where the power goes]
group | switching [mW] | internal, mW
Sequential | 0.0180 | 0.880
Combinational | 0.0734 | 0.0661
Clock | 0.361 | 0.337
Total | 0.452 | 1.28
[cells by family after synthesis]
family                   count (synthesis)
adder cells (fa/ha/maj)                108
multiplexers                            18
AND/OR/NAND/NOR                        363
flip-flops                             109
XOR/XNOR                               121
other                                    1
buffers and inverters                  115
AND-OR/OR-AND                          242
[worst max path at each step]
stage / from / cells past startpoint / slack [ns] / endpoint
4_1_cts: hcount[6]$_DFFE_PP_ / 10 / 0.81 / field_and_score
5_1_grt: hcount[6]$_DFFE_PP_ / 10 / 0.60 / field_and_score
6_report: hcount[6]$_DFFE_PP_ / 10 / 0.81 / field_and_score
[routing by layer]
metal	routed length, µm	track usage (%)	vias up	share of wire (%)
li1	-	-	3866	-
met1	10900	38.0	3496	49
met2	10300	39.6	129	46
met3	953	4.12	14	4.3
met4	198	2.06	0	0.89
met5	0	0	-	0
[final cells by class]
class                      instances  area [µm²]
tap                              234         293
timing repair buffer              40         383
fill                            1684        8370
inverter                          67         254
multi-input combinational        853        6150
sequential                       109        3010
clock inverter                     7        83.8
clock buffer                       9         225
[state kept, by name (all words and copies together) (netlist names), 2 cells and up]
name / count
ball_ypos: 9
lbat_ypos: 9
rbat_ypos: 9
snd_div: 9
vcount: 9
hcount: 8
ball_xpos: 7
vlcnt: 5
vrcnt: 5
l_score: 4
r_score: 4
sc_h_cnt: 3
sc_v_cnt: 3
str6_cnt: 3
snd_sel: 2
vbcnt: 2
[critical path: stages (launching register included)]
cell and delay (ns):
edfxtp_1 0.78, mux2i_1 0.51, ha_1 0.29, a21boi_0 0.10, mux2_2 0.28, a21oi_1 0.12, and3b_1 0.22, nand3_1 0.08
nand4_1 0.09, a31oi_1 0.19, clkdlybuf4s50_1 0.50
[metrics by stage]
stage               power (mW)  cell area, µm²
floorplan                 1.00            9620
global placement          1.05           10100
detailed placement        1.05           10100
CTS                       1.76           10400
global route              1.81           10400
finish                    1.73           10400
No activity file was given, so power comes from the tool's default toggle rates.
